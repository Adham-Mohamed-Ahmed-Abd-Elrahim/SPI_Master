[design/flow/run.sh]
#!/bin/bash
# OpenROAD 26Q1-2900-gdf79404cd8, Yosys 0.63+post, stock flow scripts
make -C /OpenROAD-flow-scripts/flow DESIGN_CONFIG=/design/flow/config.mk WORK_HOME=/design/flow/orfs finish
[design/flow/config.mk]
export PLATFORM = sky130hd
export DESIGN_NAME = spi_master
export DESIGN_NICKNAME = spi_master
export VERILOG_FILES = /design/flow/design.v
export SDC_FILE = /design/flow/constraint.sdc
export NUM_CORES = 4
export LEC_CHECK = 1
export CORE_AREA = 10 10 109 109
export DIE_AREA = 0 0 119 119
[design/flow/constraint.sdc]
current_design spi_master

set clk_period 2.5
set clk_io_pct 0.2

create_clock -name clk0 -period $clk_period [get_ports {i_clk}]

set non_clock_inputs [all_inputs -no_clocks]
set_input_delay [expr $clk_period * $clk_io_pct] -clock clk0 $non_clock_inputs
set_output_delay [expr $clk_period * $clk_io_pct] -clock clk0 [all_outputs]
[design/flow/design.v]
module buffer 
#(parameter width=8)
(input i_clk,
input reset ,
input [width-1:0] i_byte,
output reg [width-1:0] r_byte
);
always @ (posedge i_clk,posedge reset)begin
if(reset==1)
r_byte<=8'b0;
else 
r_byte<=i_byte;
end
endmodule
module meta_harden
#(parameter clk_idle_state=1)
(input i_clk,
 input r_spi_clk,
 input reset,
 output reg o_spi_clk
);
always @ (posedge i_clk, posedge reset)
begin
if(reset==1)begin
o_spi_clk<=clk_idle_state;
end
else begin
o_spi_clk<=r_spi_clk;
end
end
endmodule
module spi_master
(input i_clk,
input reset,
input [7:0] tx_byte,
input TX_DV, 
output  reg tx_ready,  
output reg rx_dv,  
output reg [7:0] rx_byte, 
output  o_spi_clk,
input MISO,
output transrecieve ,
output reg MOSI,
output reg ss  
);
wire r_spi_clk; 
wire leading_edge;
wire trailing_edge;
reg [2:0] TX_bit_count; 
reg [2:0] RX_bit_count; 
wire [7:0] r_TX_Byte;
initial begin
TX_bit_count=3'b111;
RX_bit_count=3'b111;
end
localparam [1:0] idle_state=2'b00;
localparam [1:0] Transrecieving=2'b01;
localparam [1:0] last_state=2'b10;
reg [1:0] current_state;
reg [1:0] next_state;
clk_divider clk
(.clk(i_clk),  
 .reset(reset),	
 .trigger(TX_DV),  
 .data_ready(transrecieve), 
 .trailing_edge(trailing_edge),
 .leading_edge(leading_edge),
 .out_clk(r_spi_clk)  
);
meta_harden synchronizer
(.i_clk(i_clk),
 .r_spi_clk(r_spi_clk),
 .reset(reset),
 .o_spi_clk(o_spi_clk)
);
buffer tx_byt 
(.i_clk(i_clk),
 .reset(reset) ,
 .i_byte(tx_byte),
 .r_byte(r_TX_Byte)
);
always @ (posedge i_clk ,posedge reset)
begin 
if(reset==1)
current_state<=idle_state;
else 
current_state<=next_state;
end
always @ (current_state,TX_DV,transrecieve)
begin
case(current_state)
idle_state:begin
ss=1'b1;
next_state=(TX_DV==1'b1) ? Transrecieving:idle_state;  
end
Transrecieving:begin
ss<=1'b0;
if (transrecieve==1)
next_state=idle_state;
else
next_state=Transrecieving;
end
default:begin
next_state=idle_state;
end
endcase
end
always @ (posedge i_clk,posedge reset)begin
if(reset==1)begin
MOSI<=0;
end
else if (leading_edge==1)begin
MOSI<=r_TX_Byte[TX_bit_count];
TX_bit_count<=TX_bit_count-1;
end
end
always @ (posedge i_clk)begin
if(reset)begin
rx_dv<=1;
end
else begin 
if (trailing_edge==1)begin
rx_byte[RX_bit_count]<=MISO;
RX_bit_count<=RX_bit_count-1;
end
end
end
endmodule
module clk_divider
#(parameter clks_per_half_bit=2,parameter clk_idle_state=1)
(input clk,  
 input reset,	
 input trigger,  
 output reg data_ready, 
 output reg out_clk , 
 output reg trailing_edge,
 output reg leading_edge
);
reg [4:0] edges_num; 
reg [clks_per_half_bit*2-1:0] clks_count;
initial begin
edges_num=16;
clks_count=0;
out_clk=clk_idle_state;
data_ready=0;
end
always @ (posedge clk,posedge (reset))begin
if(reset==1)begin
out_clk<=clk_idle_state; 
data_ready<=0;
end
else begin	
trailing_edge<=0;
leading_edge<=0;
               if (trigger==1)  
               begin
	       data_ready<=1'b0;
	       edges_num<=16;
		end
		  else if(edges_num>0)begin
			data_ready<=0;
			if(clks_count==2*clks_per_half_bit-1) begin 
			out_clk<=~out_clk;
			clks_count<=0;
			edges_num<=edges_num-1; 
			trailing_edge<=1;
			end
			else if (clks_count==clks_per_half_bit-1)begin
			out_clk<=~out_clk;
			clks_count<=clks_count+1;
			edges_num<=edges_num-1; 
			leading_edge<=1;
			end
			else begin
			clks_count<=clks_count+1;
			end
		end
		else begin
			data_ready<=1'b1;
		end
end
end
endmodule 
==> out/results.txt <==
Outcome = finished, final reports clean
R2R Path Start = RX_bit_count[0]
Setup crit end kind = register
Endpoints left unconstrained = 2
Fmax = 476 MHz
Worst-Margin Slew = 0.576 ns
VDD IR max = 0.209 mV
Sequential share of power = 59.1%
Layout cells sized above 1 = 10.7%
Port bufs = 23
Final Power = 1.33 mW
Leading area contributor after synthesis = edfxtp_1
Vias in the first global route = 1043
Grt ovf = 0
R2R depth = 6
Initial DRC Count = 51
Fin util = 23.1%
Sw Ratio = 22.6%
Vias per cell = 3.53
Number of setup violations in the final report = 0
Total wire length = 3080 um
Post-cts sizing count = 0
P_int = 1.03 mW
Slew HR = 61.3%
CORE AREA = 9640 um^2
Avg Cell Area, Syn = 13.5 um^2
First-pass GRT wire length = 5280 um
TNS Setup = 0 ns
Hold_buf cts = 0
Die W = 119 um
CTS tree = built
Syn Inst Count = 130
Post-route ant nets = 0
Final period utilization = 84.1%
Clk_skew = 0.00937 ns
Io pins = 26
CP arrival = 2.15 ns
CTS Buf Count = 5
MI comb area = 549 um^2
Clk latency late pin = 0.29 ns
Top cells by area = edfxtp_1 (43%), dfrtp_1 (16%), ha_1 (5.7%), dfstp_2 (4.5%), mux2i_1 (3.4%)
Crit path DRT = 2.55 ns
Final WS setup = 0.399 ns
Core utilization at floorplan = 18.1%
Crit Path Max Fanout = 8
RSZ-0062 raised after global routing = no
Chip Area, Yosys = 1750 um^2
Critical path startpoint category = register
Register bit total from synthesis = 40
Die H = 119 um
Cell Type Count = 36
Clock Power Share = 30.9%
RR Endpoint = rx_byte[2]
Clock tree buffer depth = 2
Leakage = 0.844 nW
CTS H-tree lvls = 2
Hold path cells = 0
Min Clock Period, post-route = 2.10 ns
Fillers = 1017
Slew Viols, Final = 0
Largest net degree at the start of global routing = 13
# diodes = 0
Register pins left without a clock = 1
YS warnings = 5
Hold Crit Endpoint = synchronizer.o_spi_clk
OpenROAD warning count = 29
Dpl hpwl = 2400 um
Pwr Density = 598 nW/um^2
Clk slew on worst S/H paths = 0.08 ns
Pre-antenna DRT Iters = 4
Setup Buffers After CTS = 0
Std-Cell Rows = 36
Placement Setup Slack = 0.417 ns
Worst reg2reg setup slack = 0.40 ns
Logic pwr share = 9.9%
Aggregate global-route resource usage = 4.53%
Net Switching = 300 uW
Syn Std Cell Area = 1750 um^2
Hold Crit Start = clk.out_clk
RePlAce Congestion = 0.765
Residual DRC = 0
Yosys stat cell total = 130
Chip area = 14200 um^2
Layout area overhead = 27.0%
HP Class = reg -> reg
Max-area cell share = 42.9%
Via count = 1031
Routed wire per std cell = 10.6 um
FF/Latch Area = 1120 um^2
Clock root cell = clkbuf_8
Initial antenna violation count = 0
Hold Fails Final Rpt = 0
Critical path class = reg -> reg
Number of max-cap violations = 0
WHS = 0.378 ns
worst max-delay path by stage:
stage / slack [ns] / end / startpoint / cells past startpoint
6_report: 0.40 / rx_byte[2] / RX_bit_count[0] / 6
5_1_grt: 0.19 / rx_byte[2] / RX_bit_count[0] / 6
4_1_cts: 0.40 / rx_byte[2] / RX_bit_count[0] / 6
cell type report:
type / instances / area share, %
Tap cell: 133 / 7.49
Clock buffer: 6 / 3.27
Inverter: 15 / 2.53
Multi-Input combinational cell: 71 / 24.7
Clock inverter: 2 / 0.563
Sequential cell: 40 / 50.4
Timing Repair Buffer: 25 / 11.0
cell families after synthesis:
| group | after synthesis | share of synthesized area (%) |
|---|---|---|
| AOI/OAI and AO/OA | 11 | 4.58 |
| muxes | 11 | 7.30 |
| other | 2 | 0.429 |
| latches | 1 | 0.858 |
| xor gates and xnor gates | 7 | 3.93 |
| adders and majority gates | 8 | 5.72 |
| and+or+nand+nor | 32 | 9.44 |
| DFF | 39 | 63.2 |
| buffers and inverters | 19 | 4.58 |
synth_stat cells (all sizes together):
master   instances
o2bb2ai          4
buf              3
mux4             1
and3             1
o21ai            1
nor4             3
or4b             1
ha               8
o2111a           1
clkbuf           1
dlxtn            1
o22ai            1
nor3             2
edfxtp          25
nand4            1
dfrtp           11
a21oi            3
conb             2
xnor2            5
o211ai           1
dfstp            3
xor2             2
mux2i            6
mux2             4
nor2b            2
nor4b            1
nand3            3
and4b            1
nor3b            1
nor2             9
inv             15
nand2            7
cells in the final DEF, fill, tap and decap left out, types with 2 or more instances in the layout:
cell type and instances:
a21oi_1 3, buf_4 2, clkbuf_8 5, clkdlybuf4s50_1 23
conb_1 2, dfrtp_1 11, dfstp_2 3, edfxtp_1 25
ha_1 8, inv_1 14, mux2_1 2, mux2_2 2
mux2i_1 6, nand2_1 7, nand3_1 3, nor2_1 9
nor2b_1 2, nor3_1 2, nor4_1 3, o2bb2ai_1 4
xnor2_1 4, xor2_1 2
power groups by stage:
stage | Sequential [mW] | Combinational, mW | Clock, mW
4_1_cts | 0.787 | 0.135 | 0.424
5_1_grt | 0.792 | 0.149 | 0.452
6_report | 0.785 | 0.132 | 0.411
per-stage QoR:
stage | instances | cell area, um^2
floorplan | 130 | 1750
global placement | 284 | 2140
detailed placement | 284 | 2140
CTS | 292 | 2220
global route | 292 | 2220
finish | 292 | 2220
state kept, by name, indices dropped and copies added, names as in the netlist:
name,cells
current_state,2
clk.edges_num,5
clk.leading_edge,1
TX_bit_count,3
RX_bit_count,3
ss,1
synchronizer.o_spi_clk,1
clk.out_clk,1
clk.data_ready,1
tx_byt.r_byte,8
MOSI,1
clk.trailing_edge,1
rx_byte,8
clk.clks_count,4
worst max-delay path: stages, from the launching register on:
cell,delay (ns)
edfxtp_1,0.49
inv_1,0.11
ha_1,0.25
xnor2_2,0.27
inv_2,0.12
nor4_1,0.27
mux2_1,0.35
metal layers:
layer	vias to the layer above	share of wire, %	GRT usage (%)	wire length, um
met5	-	0	0	0
met4	0	1.6	0.611	48
met3	5	7.5	1.92	232
met2	26	47	7.19	1440
met1	490	44	5.83	1360
li1	510	-	-	-
Power figures rest on the tool's default switching activity, not on a simulated workload.
